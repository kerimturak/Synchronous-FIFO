==> design.v <==
module count_fifo #(  
    parameter DATA_WIDTH = 4,   
    parameter FIFO_DEPTH = 4   
)(
    input  logic clk,           
    input  logic rst,           
    input  logic write_en,      
    input  logic read_en,       
    input  logic [DATA_WIDTH-1:0] write_data,  
    output logic [DATA_WIDTH-1:0] read_data,   
    output logic full,           
    output logic empty           
);
    localparam ADDR_WIDTH = $clog2(FIFO_DEPTH);  
    logic [DATA_WIDTH-1:0] fifo_mem [FIFO_DEPTH];  
    logic [ADDR_WIDTH-1:0] write_ptr, read_ptr;        
    logic [ADDR_WIDTH:0] fifo_count;                   
    always_ff @(posedge clk) begin
        if (rst) begin
            write_ptr <= 0;
            read_ptr <= 0;
            read_data <= 0;
            fifo_count <= 0;
        end else begin
            case ({write_en, read_en})
                2'b10: fifo_count <= fifo_count + 1;  
                2'b01: fifo_count <= fifo_count - 1;  
                default: fifo_count <= fifo_count;    
            endcase
            if (write_en && !full) begin
                fifo_mem[write_ptr] <= write_data;
                write_ptr <= write_ptr + 1;
            end
            if (read_en && !empty) begin
                read_data <= fifo_mem[read_ptr];
                read_ptr <= read_ptr + 1;
            end
        end
    end
    assign full  = (fifo_count == FIFO_DEPTH);
    assign empty = (fifo_count == 0);
endmodule
module le_fifo#(  
    parameter DATA_WIDTH = 4,   
    parameter FIFO_DEPTH = 4   
)(
    input  logic clk,           
    input  logic rst,           
    input  logic write_en,      
    input  logic read_en,       
    input  logic [DATA_WIDTH-1:0] write_data,  
    output logic [DATA_WIDTH-1:0] read_data,   
    output logic full,           
    output logic empty           
);
    localparam ADDR_WIDTH = $clog2(FIFO_DEPTH);  
    logic [DATA_WIDTH-1:0] fifo_mem [FIFO_DEPTH];  
    logic [ADDR_WIDTH-1:0] write_ptr, read_ptr;        
    logic wrap_around;
    always_ff @(posedge clk) begin
        if (rst) begin
            write_ptr <= 0;
            read_ptr <= 0;
            read_data <= 0;
        end else begin
            if (write_en && !full) begin
                fifo_mem[write_ptr] <= write_data;
                write_ptr <= write_ptr + 1;
            end
            if (read_en && !empty) begin
                read_data <= fifo_mem[read_ptr];
                read_ptr <= read_ptr + 1;
            end
        end
    end
    assign full = ((write_ptr+1'b1) == read_ptr);  
    assign empty = (write_ptr == read_ptr);
endmodule
module wbit_fifo#(   
    parameter DATA_WIDTH = 4,   
    parameter FIFO_DEPTH = 4   
)(
    input  logic clk,           
    input  logic rst,           
    input  logic write_en,      
    input  logic read_en,       
    input  logic [DATA_WIDTH-1:0] write_data,  
    output logic [DATA_WIDTH-1:0] read_data,   
    output logic full,           
    output logic empty           
);
    localparam ADDR_WIDTH = $clog2(FIFO_DEPTH);  
    logic [DATA_WIDTH-1:0] fifo_mem [FIFO_DEPTH];  
    logic [ADDR_WIDTH:0] write_ptr, read_ptr;        
    logic wrap_around;
    always_ff @(posedge clk) begin
        if (rst) begin
            write_ptr <= 0;
            read_ptr <= 0;
            read_data <= 0;
        end else begin
            if (write_en && !full) begin
                fifo_mem[write_ptr[ADDR_WIDTH-1:0]] <= write_data;
                write_ptr <= write_ptr + 1;
            end
            if (read_en && !empty) begin
                read_data <= fifo_mem[read_ptr[ADDR_WIDTH-1:0]];
                read_ptr <= read_ptr + 1;
            end
        end
    end
    assign wrap_around  = (write_ptr[ADDR_WIDTH] ^ read_ptr[ADDR_WIDTH]);
    assign full = wrap_around & (write_ptr[ADDR_WIDTH-1:0] == read_ptr[ADDR_WIDTH-1:0]);
    assign empty = (write_ptr == read_ptr);
endmodule
==> run.sh <==
#!/bin/bash
# OpenROAD 26Q1-2900-gdf79404cd8, Yosys 0.63+post, stock flow scripts
make -C /OpenROAD-flow-scripts/flow DESIGN_CONFIG=/design/flow/config.mk WORK_HOME=/design/flow/orfs finish
==> config.mk <==
export PLATFORM = sky130hd
export DESIGN_NAME = le_fifo
export DESIGN_NICKNAME = le_fifo
export VERILOG_FILES = /design/flow/design.v
export SDC_FILE = /design/flow/constraint.sdc
export NUM_CORES = 4
export LEC_CHECK = 1
export CORE_AREA = 10 10 86 86
export DIE_AREA = 0 0 96 96
==> constraint.sdc <==
current_design le_fifo

set clk_period 2.5
set clk_io_pct 0.2

create_clock -name clk0 -period $clk_period [get_ports {clk}]

set non_clock_inputs [all_inputs -no_clocks]
set_input_delay [expr $clk_period * $clk_io_pct] -clock clk0 $non_clock_inputs
set_output_delay [expr $clk_period * $clk_io_pct] -clock clk0 [all_outputs]
==> run summary <==
flow finished, numbers: Post-synth area hogs edfxtp_1 42%, dfxtp_1 14%, mux4_2 7.8%, ha_1 4.3%, xor2_4 2.4%, RSZ-0062 raised after global routing false, DR vias/cell 4.18, first-pass GRT wire length 3440 um, layout cells sized above 1 16.8%, I/O Pins 14, Iter 0 DRT Violations 71, Top Usage Layer GRT met2, Peak VDD IR 449 uV, Vias 724, met3 Resource Use GR 2.52%, Setup crit end kind primary output, critical path arrival 1800 ps, PD cells 1020 nW/um^2, DP HPWL 1550 um, Synth Instances 85, Synth top cells by count 16 x edfxtp_1, 8 x dfxtp_1, 7 x inv_1, WL per Instance 11.9 um, Max-cap violations 0, Reg clk slew, reported paths 80 ps, Mapped Area 1160 sq um, WS Path Type reg -> out, Log Warnings 28, die height 96 um, Pre-Place Util 20.9%, yosys warns 1, WL final 2060 um, Final Hold Fails 0, M2 GR Usage 6.67%, PortBufs 13, Leak 0.000492 uW, DRC viols 0, initial antenna violation count 0, register area share after synthesis 55.4%, vias in the first global route 698, Congestion Overflow GR 0, largest net degree at the start of global routing 15, H-Tree Depth 1, CTS tree done, P&R area growth vs syn 24.9%, Sequential Area 642 sq um, Commonest flop edfxtp_1, combinational gate area 462 sq um, post-route ant nets 0, filler cell count 578, post-route minimum period 2300 ps, Slew Limit Fails 0, period utilisation layout 91.8%, first-pass iteration count of the detailed router 4, Bufs on Longest Clock Path 2, top-count cell post-synth edfxtp_1, Post-synth EDFFs 16, Least-Margin Pin Slew 448 ps, chip area 9220 sq um, Synth area leader edfxtp_1, Slew headroom 70.1%, core area 5540 sq um, Synth Register Bits 24, Root Driver clkbuf_8, Total Neg Setup Slack 0 ps, Clock Skews 2.05 ps, # Cells Yosys 85, f_max 0.436 GHz, number of setup buffers added after CTS 0, GPL Wtd Cong 0.827, Worst Hold Class reg -> reg, CTS buffer count 3, worst-path maximum fanout 5, setup violators final 0, syn avg cell area 13.6 sq um, GR Util All Layers 4.72%, Worst EP required 2000 ps, FFs w/ async S/R, synth 0%, Synth cell types 36, TritonCTS Sinks 24, die width 96 um, cell row count 27, Chip Area, Yosys 1160 sq um, Critical Path Start Type register, post-synth top area share 41.6%, met1 usage 6.64%, diode count 0, Late-Pin Clk Latency 260 ps, final core occ 26.1%, status complete, no violations
-- worst paths after layout --
check / slack [ps] / cells after the start / startpoint / endpoint
max: 200 / 5 / write_ptr[0] / full
min: 520 / 2 / read_data[1] / read_data[1]
max reg2reg: 670 / 5 / write_ptr[1] / fifo_mem[0][3]
min reg2reg: 520 / 2 / read_data[1] / read_data[1]
-- routing by layer --
layer,vias up,part of all wire [%],wire length [um]
li1,352,-,-
met1,350,46,958
met2,22,43,897
met3,0,10,208
met4,0,0,0
met5,-,0,0
-- logic make-up after synthesis --
logic type,share of synthesized area (%)
DFF,55.4
and+or+nand+nor,8.98
xor gates and xnor gates,5.30
AOI/OAI and AO/OA,11.6
buffers and inverters,4.65
adders and majority gates,4.33
muxes,9.74
-- registers in the layout, summed over array words and instances, names as in the netlist --
name       cells
write_ptr      2
read_data      4
read_ptr       2
fifo_mem      16
-- power breakdown --
| part | internal, uW | switching (uW) | total, uW | leakage [uW] |
|---|---|---|---|---|
| clock | 214 | 123 | 337 | 0.0000357 |
| sequential | 502 | 80.5 | 583 | 0.000211 |
| combinational | 318 | 242 | 560 | 0.000245 |
| total | 1030 | 446 | 1480 | 0.000492 |
-- repair_timing --
action / in CTS / in global routing
resized: 0 / 1
setup endpoints to repair: 0 / 1
hold buffers: 0 / 0
-- cell usage in the layout, fill, tap and decap left out, drive strengths merged --
| master | count |
|---|---|
| nor2 | 4 |
| o311ai | 3 |
| or4 | 3 |
| o21ba | 1 |
| mux4 | 4 |
| xor2 | 3 |
| and2 | 4 |
| nor2b | 2 |
| clkdlybuf4s50 | 13 |
| nand2 | 2 |
| o211a | 1 |
| edfxtp | 16 |
| nand2b | 1 |
| clkbuf | 3 |
| o21ai | 2 |
| buf | 3 |
| mux2 | 2 |
| inv | 7 |
| a211o | 1 |
| ha | 4 |
| a311oi | 1 |
| xnor2 | 1 |
| dfxtp | 8 |
| a21oi | 3 |
| o22ai | 1 |
| a31oi | 1 |
| a311o | 1 |
| bufinv | 1 |
| o211ai | 3 |
| nor3b | 1 |
| nand3 | 1 |
-- area by class of cell --
type / instances / area share, %
Clock buffer: 3 / 2.86
Clock inverter: 1 / 2.08
Inverter: 7 / 1.82
Multi-Input combinational cell: 50 / 32.0
Sequential cell: 24 / 44.5
Tap cell: 72 / 6.24
Timing Repair Buffer: 16 / 10.6
-- critical path: stages (launching register included) --
cell             delay, ps
dfxtp_1                330
inv_1                   60
ha_1                   350
xor2_1                 200
nor2_1                 120
clkdlybuf4s50_1        470
-- stage by stage --
step                      std cells  total power (uW)  worst slack, ps  instance area (sq um)  hold WS (ps)
final                           173              1480              205                   1440           522
after global routing            173              1590             95.8                   1440           542
after CTS                       173              1500             97.0                   1440           525
after detailed placement        169              1150              406                   1370           507
after global placement          169              1140              442                   1370           496
after floorplan                  85               947              659                   1160           459
Power is estimated from default activity; no workload was simulated.
